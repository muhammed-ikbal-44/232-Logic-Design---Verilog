--- flow/design.v ---
`timescale 1ns / 1ps 
module lab3_2(
    	input [4:0] money,
		input CLK, 
		input [1:0] selectedMethod,  
    	input businessAvailability,
		output reg [4:0] moneyLeft,
		output reg [5:0] seatLeft,
		output reg seatUnavailable,
    	output reg invalidBusinessSeat,
    	output reg selectedSeatUnavailable,
    	output reg insufficientFund,
    	output reg seatReady
	);
	reg [5:0] busNormal;
    reg [5:0] trainNormal;
    reg [5:0] trainBusiness;
    reg [5:0] planeNormal;
    reg [5:0] planeBusiness;
	initial
		begin
			busNormal = 6'd40;
			trainNormal = 6'd30;
			trainBusiness = 6'd20;
			planeNormal = 6'd30;
			planeBusiness = 6'd5;
		end
    always @(posedge CLK)
		begin
			seatUnavailable = 0;
			invalidBusinessSeat = 0;
			selectedSeatUnavailable= 0;
			insufficientFund = 0;
			seatReady = 0;
			moneyLeft = 0;
			seatLeft = 0;
			case (selectedMethod)
				2'b00:
					begin
						if(busNormal == 0)
							begin
								seatUnavailable = 1;
								seatLeft = busNormal;
                                moneyLeft = money;
							end
						else if(businessAvailability)
							begin
								invalidBusinessSeat = 1;
								seatLeft = busNormal;
                                moneyLeft = money;
							end
						else if(money < 5)
							begin
								moneyLeft = money;
								insufficientFund = 1;
                                seatLeft = busNormal;
							end
						else
							begin
								moneyLeft = money - 5;
								busNormal = busNormal - 1;
								seatLeft = busNormal;
								seatReady = 1;
							end
					end
				2'b01:
					begin
						if((trainNormal + trainBusiness) == 0)
							begin
								seatUnavailable = 1;
								seatLeft = trainNormal + trainBusiness;
                                moneyLeft = money;
							end
						else if(businessAvailability)
							begin
								if(trainBusiness == 0)
									begin
										selectedSeatUnavailable = 1;
										seatLeft = trainBusiness;
                                        moneyLeft = money;
									end
								else if(money < 15)
									begin
										moneyLeft = money;
										insufficientFund = 1;
										seatLeft = trainBusiness;
									end
								else
									begin
										trainBusiness = trainBusiness - 1;
										seatLeft = trainBusiness;
										moneyLeft = money - 15;
										seatReady = 1;
									end
							end
						else
							begin
								if(trainNormal == 0)
									begin
										selectedSeatUnavailable = 1;
										seatLeft = trainNormal;
                                        moneyLeft = money;
									end
								else if(money < 10)
									begin
										moneyLeft = money;
										insufficientFund = 1;
										seatLeft = trainNormal;
									end
								else
									begin
										trainNormal = trainNormal - 1;
										seatLeft = trainNormal;
										moneyLeft = money - 10;
										seatReady = 1;
									end
							end
					end
				2'b11:
					begin
						if((planeNormal + planeBusiness) == 0)
							begin
								seatUnavailable = 1;
								seatLeft = planeNormal + planeBusiness;
                                moneyLeft = money;
							end
						else if(businessAvailability)
							begin
								if(planeBusiness == 0)
									begin
										selectedSeatUnavailable = 1;
										seatLeft = planeBusiness;
                                        moneyLeft = money;
									end
								else if(money < 25)
									begin
										moneyLeft = money;
										insufficientFund = 1;
										seatLeft = planeBusiness;
									end
								else
									begin
										planeBusiness = planeBusiness - 1;
										seatLeft = planeBusiness;
										moneyLeft = money - 25;
										seatReady = 1;
									end
							end
						else
							begin
								if(planeNormal == 0)
									begin
										selectedSeatUnavailable = 1;
										seatLeft = planeNormal;
                                        moneyLeft = money;
									end
								else if(money < 15)
									begin
										moneyLeft = money;
										insufficientFund = 1;
										seatLeft = planeNormal;
									end
								else
									begin
										planeNormal = planeNormal - 1;
										seatLeft = planeNormal;
										moneyLeft = money - 15;
										seatReady = 1;
									end
							end
					end
				default:
					begin
					end
			endcase
		end
endmodule
--- flow/constraint.sdc ---
current_design lab3_2

set clk_period 4.7
set clk_io_pct 0.2

create_clock -name clk0 -period $clk_period [get_ports {CLK}]

set non_clock_inputs [all_inputs -no_clocks]
set_input_delay [expr $clk_period * $clk_io_pct] -clock clk0 $non_clock_inputs
set_output_delay [expr $clk_period * $clk_io_pct] -clock clk0 [all_outputs]
--- flow/config.mk ---
export PLATFORM = sky130hd
export DESIGN_NAME = lab3_2
export DESIGN_NICKNAME = lab3_2
export VERILOG_FILES = /design/flow/design.v
export SDC_FILE = /design/flow/constraint.sdc
export NUM_CORES = 4
export LEC_CHECK = 1
export CORE_UTILIZATION = 50
--- flow/run.sh ---
#!/bin/bash
# OpenROAD 26Q1-2900-gdf79404cd8, Yosys 0.63+post, stock flow scripts
make -C /OpenROAD-flow-scripts/flow DESIGN_CONFIG=/design/flow/config.mk WORK_HOME=/design/flow/orfs finish
==> Slide: Implementation Results <==
Flow Results at a Glance

Worst setup path
  • Worst r2r dst: moneyLeft[2]
  • Peak fanout along the critical path: 12
  • Crit path arrival time: ~3.7 ns
  • Nature of the critical path endpoint: flip-flop
  • Worst r2r path cells: 8
  • Required @ worst endpoint: between 4 and 5 ns
  • Kind of launch point of the worst setup path: primary input
  • Worst reg-to-reg setup slack: 1.65 ns
  • Critical register-to-register path startpoint: trainNormal[0]
  • Crit Path Category: in2reg

GRT
  • GRT Residual Overflow: 0
  • Global-route wire length before repair: around 14 mm
  • Antenna violations before repair: 0
  • Vias in the first global route: 2685
  • Global-route usage over all layers: 26.9%
  • Largest net degree at the start of global routing: 23

Power and ir drop
  • Sw Share: approximately 27%
  • Net Switching: around 260 uW
  • Internal power: just under 700 uW
  • LEAKAGE: 1.44 nW
  • Fraction of power consumed by sequential logic: between 40% and 50%
  • Logic pwr share: 19.2%
  • Part of the power in the clock network: between 30% and 40%
  • Peak supply drop: ~130 uV
  • Pwr/cell area: ~250 mW/mm2

CTS
  • Maximum count of clock buffers along a single path: 2
  • Clock transition at the register clock pins on the worst setup and hold paths after CTS: ~0.090 ns
  • TritonCTS clock tree: yes
  • Count of hold-fix buffers inserted at cts: 0
  • Source-to-sink clock delay at the later pin of the worst-skew pair: 0.30 ns
  • # Post-CTS Setup Buffers: 0
  • Number of clock sinks: 46
  • Number of cells upsized or downsized after cts: 0
  • H-Tree Level Count: 2
  • Clock buffer count from CTS: 5
  • Root Driver: sky130_fd_sc_hd__clkbuf_8

STA
  • Finish-stage setup viols: 0
  • Setup clock skew after layout: 0.00635 ns
  • Setup WS post-layout: 1.24 ns
  • Highest clock frequency the design can meet: a little under 300 MHz
  • Slew Limit Fails: 0
  • Unrepaired setup endpoints after global routing: no
  • Final critical path time including I/O delays and setup: 3.46 ns
  • Post-route fraction of the period consumed by the critical path: about three quarters
  • Transition time at the pin with the least slew margin: about 0.9 ns
  • Setup total negative slack: 0 ns
  • Max transition margin: 40.5%
  • Hold Violations, Final: 0

Route
  • Top layer reached by signal wires: met4
  • Routed via count: slightly below 3000
  • Average via count per standard cell: 6.21
  • Total Wirelength: between 8 and 9 mm
  • Initial DRT Pass Iterations: 22
  • Detailed route wirelength on metal3: 597 um
  • Detailed router's first-iteration violation count: between 200 and 300
  • Routed length on met2: roughly 3.9 mm
  • Antenna Violating Nets Remaining: 0
  • DRC violation count after routing: 0
  • Wirelength per Cell: about 19 um
  • Detailed-route wire length on metal 1: 4.25 mm
  • Antenna fix cells: 0

Synth
  • Cells in synth_stat.txt: ~380
  • EDFF count, synth: 30
  • Per-instance average area after synthesis: about 9.0 um2
  • Post-synth cell types: about 63
  • Main kind of combinational logic by area: simple AND/OR/NAND/NOR gates
  • Chip area from the yosys synthesis statistics: between 0.003 and 0.004 mm2
  • Post-Syn Area: roughly 0.0034 mm2
  • Area fraction in xor and xnor cells: between 3 and 4%
  • Synthesized netlist cell count: between 300 and 400
  • Yosys simple share: between 20 and 25%
  • Asr flop ratio synth: 0%
  • Commonest register cell after synthesis: sky130_fd_sc_hd__edfxtp_1
  • Number of flip-flops and latches in the synthesized netlist: around 46
  • Adder-cell share of the synthesized area: 10.0%
  • Fraction of synthesized area in multiplexers: 7.02%
  • Total number of yosys warnings: 1
  • Fraction of the mapped netlist area in compound gates: between 10% and 20%
  • Sequential area share after synthesis: between 30 and 40%

Die
  • Core ar.: ~0.0065 mm2
  • Die Span X: between 80 and 90 um
  • Number of I/O pins: 25
  • Die boundary height: ~84 um
  • Initial cell density of the core: 52.5%
  • Chip area: about 0.007 mm2
  • Number of placement rows: 29

Finish
  • Synth-to-layout area growth: 12.3%
  • Final design area excluding fillers: 0.00380 mm2
  • Share of post-route cells with drive strength above 1: a little under a tenth
  • Most numerous logic cells after layout: sky130_fd_sc_hd__nor2_1, sky130_fd_sc_hd__nand2_1, sky130_fd_sc_hd__edfxtp_1
  • Most common logic cell in the routed design: sky130_fd_sc_hd__nor2_1
  • Number of fill cells: approximately 570

Min path
  • Worst min-delay path endpoint: busNormal[5]
  • Kind of path behind the tightest hold check: reg2reg
  • Worst Hold Launch: busNormal[5]
  • Hold Crit Depth: 1

Outcome
  • Outcome: finished, final reports clean

Placement
  • Quantity of I/O buffers inserted on ports: 24
  • Routability cong.: 0.973
  • Post-Place Cell Area: 0.00369 mm2
  • HPWL Detailed: slightly below 7 mm
  • Post-placement setup slack: 0.947 ns

Flow run
  • OpenROAD warning count: 31
  • Max-capacitance violation count: 0
[worst max-delay path by stage]
stage,startpoint,end
4_1_cts,money[2],seatLeft[5]
6_report,money[2],seatLeft[5]
5_1_grt,money[2],seatLeft[5]
[cells by family after synthesis]
family,count (synthesis)
and+or+nand+nor,138
AOI/OAI and AO/OA,94
DFF,46
buffers and inverters,37
adders and majority gates,26
muxes,22
xor gates and xnor gates,12
[power groups by stage]
stage	sequential [mW]	clock (mW)	combinational, mW
4_1_cts	0.468	0.308	0.181
5_1_grt	0.471	0.325	0.201
6_report	0.468	0.300	0.183
[cell type report]
| type | instances | area, um2 | share of cell area (%) |
|---|---|---|---|
| multi-input combinational | 292 | 2020 | 53.0 |
| sequential | 46 | 1220 | 32.1 |
| timing repair buffer | 30 | 285 | 7.50 |
| tap | 77 | 96.3 | 2.53 |
| inverter | 19 | 71.3 | 1.87 |
| clock buffer | 5 | 68.8 | 1.81 |
| clock inverter | 3 | 43.8 | 1.15 |
[critical path, stage by stage]
cell and delay, ns:
sky130_fd_sc_hd__clkdlybuf4s50_1 0.73, sky130_fd_sc_hd__ha_1 0.32, sky130_fd_sc_hd__a31oi_1 0.19, sky130_fd_sc_hd__or4_1 0.48, sky130_fd_sc_hd__nor3_1 0.17, sky130_fd_sc_hd__mux2_2 0.37
sky130_fd_sc_hd__o211a_1 0.21, sky130_fd_sc_hd__a211o_1 0.26
[registers in the layout (all words and copies together), names as in the netlist]
signal	cells
moneyLeft	5
insufficientFund	1
invalidBusinessSeat	1
planeBusiness	6
seatLeft	6
selectedSeatUnavailable	1
planeNormal	6
seatReady	1
trainBusiness	6
busNormal	6
trainNormal	6
seatUnavailable	1
[per-stage QoR]
| step | utilization [%] | hold WS [ns] | cells | power, mW |
|---|---|---|---|---|
| after floorplan | - | 0.590 | 375 | 0.585 |
| after global placement | 57.2 | 0.616 | 464 | 0.659 |
| after detailed placement | 57.2 | 0.614 | 464 | 0.657 |
| after CTS | 58.9 | 0.648 | 472 | 0.958 |
| after global routing | 58.9 | 0.670 | 472 | 0.996 |
| final | 58.9 | 0.646 | 472 | 0.951 |
[routing by layer]
layer / global-route usage [%] / up-vias
li1: - / 1449
met1: 44.3 / 1341
met2: 39.8 / 122
met3: 4.68 / 17
met4: 4.23 / 0
met5: 0 / -
[cell usage after synthesis, types with 2 or more instances]
| cell type | n | share of area (%) |
|---|---|---|
| sky130_fd_sc_hd__nand4_1 | 3 | 0.55 |
| sky130_fd_sc_hd__nor3_1 | 18 | 2.7 |
| sky130_fd_sc_hd__a22oi_1 | 2 | 0.44 |
| sky130_fd_sc_hd__o21ai_0 | 17 | 2.5 |
| sky130_fd_sc_hd__ha_1 | 24 | 8.9 |
| sky130_fd_sc_hd__nand3_1 | 6 | 0.89 |
| sky130_fd_sc_hd__a21oi_1 | 19 | 2.8 |
| sky130_fd_sc_hd__o32ai_1 | 2 | 0.52 |
| sky130_fd_sc_hd__a211oi_1 | 3 | 0.66 |
| sky130_fd_sc_hd__o31ai_1 | 3 | 0.66 |
| sky130_fd_sc_hd__fa_1 | 2 | 1.2 |
| sky130_fd_sc_hd__o221ai_1 | 2 | 0.52 |
| sky130_fd_sc_hd__edfxtp_1 | 30 | 27 |
| sky130_fd_sc_hd__clkbuf_1 | 13 | 1.4 |
| sky130_fd_sc_hd__nor4_1 | 9 | 1.7 |
| sky130_fd_sc_hd__nor2_1 | 37 | 4.1 |
| sky130_fd_sc_hd__a2111oi_0 | 2 | 0.52 |
| sky130_fd_sc_hd__dfxtp_1 | 16 | 9.5 |
| sky130_fd_sc_hd__o22a_1 | 2 | 0.52 |
| sky130_fd_sc_hd__nor3b_1 | 2 | 0.44 |
| sky130_fd_sc_hd__a311oi_1 | 3 | 0.78 |
| sky130_fd_sc_hd__xnor2_1 | 8 | 2.1 |
| sky130_fd_sc_hd__and2_1 | 4 | 0.74 |
| sky130_fd_sc_hd__or2_2 | 2 | 0.37 |
| sky130_fd_sc_hd__nand2_1 | 32 | 3.5 |
| sky130_fd_sc_hd__o211ai_1 | 3 | 0.66 |
| sky130_fd_sc_hd__nand2b_1 | 5 | 0.92 |
| sky130_fd_sc_hd__a21o_1 | 4 | 0.89 |
| sky130_fd_sc_hd__buf_1 | 2 | 0.22 |
| sky130_fd_sc_hd__buf_2 | 2 | 0.30 |
| sky130_fd_sc_hd__mux2i_1 | 8 | 2.4 |
| sky130_fd_sc_hd__a221oi_1 | 5 | 1.3 |
| sky130_fd_sc_hd__o2111ai_1 | 2 | 0.52 |
| sky130_fd_sc_hd__o22ai_1 | 3 | 0.55 |
| sky130_fd_sc_hd__xor2_1 | 4 | 1.0 |
| sky130_fd_sc_hd__o2bb2ai_1 | 4 | 1.0 |
| sky130_fd_sc_hd__nor2b_1 | 9 | 1.7 |
| sky130_fd_sc_hd__inv_1 | 18 | 2.0 |
| sky130_fd_sc_hd__or4b_1 | 2 | 0.59 |
| sky130_fd_sc_hd__mux2_2 | 14 | 4.7 |
| sky130_fd_sc_hd__and3_1 | 3 | 0.55 |
| sky130_fd_sc_hd__a31oi_1 | 5 | 0.92 |
No activity file was given, so power comes from the tool's default toggle rates.
