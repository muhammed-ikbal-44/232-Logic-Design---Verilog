--- design/flow/constraint.sdc ---
current_design ic4706

set clk_period 1.9
set clk_io_pct 0.2

create_clock -name clk0 -period $clk_period [get_ports {clk}]

set non_clock_inputs [all_inputs -no_clocks]
set_input_delay [expr $clk_period * $clk_io_pct] -clock clk0 $non_clock_inputs
set_output_delay [expr $clk_period * $clk_io_pct] -clock clk0 [all_outputs]
--- design/flow/config.mk ---
export PLATFORM = sky130hd
export DESIGN_NAME = ic4706
export DESIGN_NICKNAME = ic4706
export VERILOG_FILES = /design/flow/design.v
export SDC_FILE = /design/flow/constraint.sdc
export NUM_CORES = 4
export LEC_CHECK = 1
export CORE_AREA = 10 10 70 70
export DIE_AREA = 0 0 80 80
--- design/flow/design.v ---
`timescale 1ns / 1ps
module md_flip_flop(
    input M,
    input D,
    input clk,
    output reg Q
);
    initial Q = 1'b1;
always @(posedge clk) begin
    if(M==0 && D==0) begin
        Q <=1'b0;
    end
    else if((M==0 && D==1)||(M==1 && D==0)) begin
        Q <= ~Q;
    end
    else if(M==1 && D==1)begin
        Q <=1'b1;
    end
end
endmodule
module ic4706(
    input A1,
    input A2,
    input A3,
    input clk,
    output S3,
    output S4,
    output Z
);
    wire degilA1, degilA2 ,degilA3;
    assign degilA1 = ~A1;
    assign degilA2 = ~A2;
    assign degilA3 = ~A3;
    wire S1, S2, S5, S6, Q1, Q2;
    assign S1=A1 ^ A2;
    assign S2=A2 & A3;
    md_flip_flop flip1(.M(S1),.D(degilA3),.clk(clk),.Q(Q1));
    md_flip_flop flip2(.M(Q1),.D(S2),.clk(clk),.Q(Q2));
    assign S3=Q1;
    assign S4=Q2;
    assign S5=S4 ^ degilA1;
    assign S6=S5 ~^degilA2;
    assign Z =~(S6 & degilA3);
endmodule
--- design/flow/run.sh ---
#!/bin/bash
# OpenROAD 26Q1-2900-gdf79404cd8, Yosys 0.63+post, stock flow scripts
make -C /OpenROAD-flow-scripts/flow DESIGN_CONFIG=/design/flow/config.mk WORK_HOME=/design/flow/orfs finish
==> flow_metrics.py <==
# Generated from Yosys and OpenROAD reports
metrics = {
    "floorplanning": {
        "pin_count": 7,
        "fp_util": 0.04762,
        "die_w_um": 80,
        "rows": 21,
        "core-area_sq_um": 3416,
        "die-height_um": 80,
        "dieArea_sq_um": 6400,
    },
    "critical_path": {
        "worstSetupPathType": "input port to output pin",
        "r2r_start": "flip1.Q",
        "arrival_ns": 1.26,
        "worstSetupEndpointType": "output pin",
        "critical_path_required_ns": 1.52,
        "worstReg2RegEnd": "flip2.Q",
        "start_kind": "input port",
        "cp_common_cell": "dlygate4sd2_1",
        "crit_slowest_cell": "dlygate4sd2_1",
        "worst-path-buf-inv": 2,
        "path_delay_family": "buffers and inverters",
        "path_cells": "dlygate4sd2_1 > xnor2_2 > mux2i_1 > dlygate4sd2_1",
        "cp_slowest_stage_delay_ns": 0.27,
        "startpoint": "A2",
        "crit_fanout": 2,
        "rr_worst_depth": 4,
        "r2r_slack_ns": 0.79,
    },
    "yosys": {
        "topCellsByArea": "ha_1 31%, dfxtp_1 25%, and3b_1 11%",
        "yosys.stat.seqShare": 0.2462,
        "ys_warn_count": 1,
        "synth.ff_latch_count": 2,
        "top_area_cell": "ha_1",
        "syn-cell-area_sq_um": 162.7,
        "ys_cells": 17,
        "top_cell_area_share": 0.3077,
        "yosysUniqueCellTypes": 11,
        "synth_cells": 17,
        "syn_area_per_cell_sq_um": 9.568,
        "ys_chip_area_sq_um": 162.7,
    },
    "timing": {
        "max_freq_mhz": 611.1,
        "drv_slew": 0,
        "rsz0062_at_grt": "false",
        "relSlewSlack": 0.8799,
        "skew_ns": 0.003144,
        "hold_ws_ns": 0.5420,
        "setup_violations": 0,
        "min_period_ns": 1.636,
        "timing.final.hold_violations": 0,
        "worst_slew_pin_slew_ns": 0.1790,
        "fin_crit_sh": 0.8613,
    },
    "power": {
        "ir_drop_mv": 0.1577,
        "power.leakage_nw": 0.1406,
        "power_mw": 0.2574,
        "p_per_area_nw_per_um2": 803.5,
    },
    "clock_tree": {
        "clk_latency_ns": 0.23,
        "cts_tree": "done",
        "clockBufferDepth": 2,
        "clk_pin_slew_ns": 0.03,
        "postCtsHoldBufs": 0,
        "h-tree-depth": 1,
        "cts_root_buf": "clkbuf_4",
        "cts_buffers": 3,
        "cts_sinks": 2,
    },
    "drt": {
        "diodes": 0,
        "ant_nets": 0,
        "vias": 152,
        "first_pass_iters": 2,
        "wl_um": 486,
        "vias_per_cell": 2.054,
        "drt-initial-drc-count": 4,
        "wire_per_inst_um": 6.568,
        "drc": 0,
    },
    "cells_and_area": {
        "nFillCells": 410,
        "drive_above_1_share": 0.2143,
        "seq_area_sq_um": 40.04,
        "final_util": 0.09377,
        "areaGrowthSynthToFinish_pct": 96.92,
        "fin_area_sq_um": 320.3,
        "fin_cells": 74,
        "logic_area_sq_um": 126.4,
    },
    "global_routing": {
        "grt_max_degree": 6,
        "grt_pass1_wl_um": 779,
        "antenna_found_initial": 0,
        "grt_usage": 0.01688,
        "grt_pass1_vias": 157,
        "grt-ovfl-total": 0,
    },
    "placed_design": {
        "portBuffers": 6,
        "place_area_sq_um": 295.3,
        "dp_cells": 71,
        "place.gp.congestion": 0.6561,
    },
    "worst_hold_path": {
        "hold_class": "register to register",
        "hold_depth": 2,
        "hold_end": "flip1.Q",
        "hold_start": "flip1.Q",
    },
    "run": {
        "warnings": 27,
        "drv_cap": 0,
    },
    "outcome": {
        "outcome": "finished clean",
    },
}
[power by group]
part	leakage, nW	switching, mW	internal (mW)	total, mW
Combinational	0.110	0.0324	0.0597	0.0921
Sequential	0.0169	0.0129	0.0558	0.0687
Clock	0.0138	0.0266	0.0699	0.0965
Total	0.141	0.0720	0.185	0.257
[flip-flops by register name, indices dropped and copies added, names as in the netlist]
name	cells
flip2.Q	1
flip1.Q	1
[worst min-delay path, delay by kind of cell (launching register included)]
kind | cells | cell delay (ns)
flops | 1 | 0.30
buf+inv | 1 | 0.11
compound gates | 1 | 0.08
[cells in the final DEF (no fill, tap or decap)]
cell type,count
nor2_1,1
a211oi_1,1
clkdlybuf4s50_1,2
nor3_1,1
xnor2_2,1
nand2_1,1
and3b_1,2
inv_1,1
buf_4,2
dfxtp_1,2
ha_1,4
nor2b_1,2
dlygate4sd2_1,4
clkbuf_4,3
mux2i_1,1
[synthesized netlist by cell type]
master    number
dfxtp_1        2
nor2_1         1
ha_1           4
nor2b_1        2
and3b_1        2
xnor2_1        1
nand2_1        1
nor3_1         1
mux2i_1        1
a211oi_1       1
inv_1          1
[cell families (layout without fill, tap and decap cells)]
group           Yosys count  after routing  share of synthesized area
simple gates              7              7                     0.2615
fa+ha+maj                 4              4                     0.3077
flops                     2              2                     0.2462
compound gates            1              1                    0.04617
xor+xnor                  1              1                    0.05386
mux                       1              1                    0.06154
buf+inv                   1             12                    0.02305
[layer usage]
metal  GRT usage  up-vias  part of all wire
li1            -       80                 -
met1     0.01788       64              0.48
met2     0.01445        8              0.28
met3     0.02841        0              0.24
met4    0.005282        0                 0
met5           0        -                 0
[final cells by class]
| class | count | share of cell area |
|---|---|---|
| Timing Repair Buffer | 8 | 0.2188 |
| Multi-Input combinational cell | 14 | 0.3945 |
| Tap cell | 46 | 0.1797 |
| Sequential cell | 2 | 0.1250 |
| Inverter | 1 | 0.01172 |
| Clock buffer | 3 | 0.07031 |
[stage by stage]
stage | setup slack, ns | setup TNS, ns
2_1_floorplan | 0.6257 | 0
3_3_place_gp | -0.1998 | -0.1998
3_5_place_dp | -0.2556 | -0.2556
4_1_cts | 0.2456 | 0
5_1_grt | 0.1956 | 0
6_report | 0.2636 | 0
[worst max-delay path by stage]
| stage | end | slack (ns) | depth (start not counted) |
|---|---|---|---|
| 5_1_grt | Z | 0.20 | 4 |
| 4_1_cts | Z | 0.25 | 4 |
| 6_report | Z | 0.26 | 4 |
[timing repair]
item	4_1_cts	5_1_grt
buffers inserted	0	0
endpoints found under the setup margin	1	0
resized	5	0
Power and IR drop assume default switching activity.
